$ cat design/flow/run.sh
#!/bin/bash
# OpenROAD 26Q1-2900-gdf79404cd8, Yosys 0.63+post, stock flow scripts
make -C /OpenROAD-flow-scripts/flow DESIGN_CONFIG=/design/flow/config.mk WORK_HOME=/design/flow/orfs finish
$ cat design/flow/config.mk
export PLATFORM = sky130hd
export DESIGN_NAME = lc3_addr_sel
export DESIGN_NICKNAME = lc3_addr_sel
export VERILOG_FILES = /design/flow/design.v
export SDC_FILE = /design/flow/constraint.sdc
export NUM_CORES = 4
export LEC_CHECK = 1
export CORE_AREA = 10 10 94 94
export DIE_AREA = 0 0 104 104
$ cat design/flow/constraint.sdc
current_design lc3_addr_sel

set clk_period 13.7
set clk_io_pct 0.2

create_clock -name clk0 -period $clk_period

set non_clock_inputs [all_inputs -no_clocks]
set_input_delay [expr $clk_period * $clk_io_pct] -clock clk0 $non_clock_inputs
set_output_delay [expr $clk_period * $clk_io_pct] -clock clk0 [all_outputs]
$ cat design/flow/design.v
module lc3_addr_sel
  (addr1mux,
   addr2mux,
   ir,
   pc,
   sr1out,
   addr_out
   );
  input         addr1mux;
  input  [1:0]  addr2mux;
  input  [15:0] ir;
  input  [15:0] pc;
  input  [15:0] sr1out;
  output [15:0] addr_out;
  reg    [15:0] addr1mux_out;
  reg    [15:0] addr2mux_out;
  always @(*)
    begin
      case (addr1mux)
        1'b0:    addr1mux_out = pc;
        1'b1:    addr1mux_out = sr1out;
        default: addr1mux_out = pc;
      endcase
    end
  always @(*)
    begin
      case (addr2mux)
        2'b00:   addr2mux_out = {16{1'b0}};
        2'b01:   addr2mux_out = {{10{ir[5]}}, ir[5:0]};
        2'b10:   addr2mux_out = {{7{ir[8]}}, ir[8:0]};
        2'b11:   addr2mux_out = {{5{ir[10]}}, ir[10:0]};
        default: addr2mux_out = 4'h0;
      endcase
    end
  assign addr_out = addr1mux_out + addr2mux_out;
endmodule
==> impl_metrics.yaml <==
# physical design summary
run_status:
  status: "complete, no violations"
sta:
  maxSlewHeadroom_pct: 52.6
  fin_setup_tns_ns: 0
  period_used_pct: 64.8
  max_freq_mhz: 113
  tightestPinTransition_ns: 0.709
  setup_viol: 0
  slew_violations: 0
  hold_viol_final: 0
  setup_slack_ns: 4.82
  rsz0062_at_grt: "false"
  finalCriticalPeriod_ns: 8.88
floorplan:
  die_h_microns: 104
  rows: 30
  core-area_sq_um: 6830
  ios: 67
  die_area_sq_um: 10800
  die_w_microns: 104
  fp_util_pct: 16.8
critical_path:
  critPathCaptureType: "output pin"
  crit_family: "buffers and inverters"
  path_cells: "clkdlybuf4s50_1 -> mux2_2 -> ha_1 -> inv_1 -> fa_1 -> nor2b_2 -> o2111ai_2 -> a211oi_2 -> or4_1 -> nand3_1 -> clkdlybuf4s50_1"
  crit_buf_inv: 3
  cpMostUsedCell: "clkdlybuf4s50_1"
  worstPathArrival_ns: 6.14
  crit_type: "in -> out"
  start_kind: "input pin"
  cp_max_fo: 16
  worst_ep_required_time_ns: 10.96
  slowest_stage: "clkdlybuf4s50_1"
  cpPeakStageDelay_ns: 0.93
synth:
  synth_area_sq_um: 1140
  yosys-stat-area_sq_um: 1140
  ys_cells: 153
  synthDistinctLibCells: 44
  ys_seq_share_pct: 0
  avgSynthCellArea_sq_um: 7.48
  synth_top_area_share_pct: 16.4
  yosys_warnings: 1
  synth_cells: 153
  netlist.top_cell.by_area: "ha_1"
  top_cells_by_count: "a21oi_1 (18), nand2_1 (16), ha_1 (15), mux2_2 (15), o21ai_0 (8)"
  yosysMostFrequentCell: "a21oi_1"
  top_cells_by_area: "ha_1 (16%), mux2_2 (15%), a21oi_1 (7.9%), xnor2_1 (5.4%), nand2_1 (5.2%)"
grt:
  busiest_layer: "met2"
  antenna_found_initial: 0
  grt_pass1_vias: 1274
  gr-usage-met1_pct: 8.73
  grt_pass1_wl_microns: 6110
  grt_max_degree: 17
  met3_usage_pct: 1.00
  grt-ovfl-total: 0
  grt_usage_pct: 6.51
  grt_use_met2_pct: 11.4
detailed_routing:
  vias: 1239
  drtIter0Drc: 17
  wl_per_cell_microns: 12.1
  wirelength_microns: 3700
  drt-vias-per-instance: 4.05
  route.detailed.drc: 0
  drtPass1Iterations: 3
  ant_nets: 0
  antenna_cells: 0
power:
  max-vdd-ir-drop_v: 0.0000107
  leakage_nw: 0.759
  power.density_nw_per_um2: 54.5
final_layout:
  logic_area_sq_um: 1090
  flop_area_sq_um: 0
  area_growth_pct: 62.2
  clock_buffers: 0
  seq_cells: 0
  fillers: 730
  drive_gt1_share_pct: 11.4
place:
  place_ws_ns: 4.75
  io_buffers: 62
  dp_hpwl_microns: 3290
  gp_congestion: 0.846
clock_network:
  post_cts_buffers: 0
  cts-resized-gates: 0
  hold_buffers: 0
job:
  warnings: 37
  cap_violations: 0
min_path:
  worstHoldPathType: "in -> out"
cell families (layout without fill, tap and decap cells):
kind of cell / count (synthesis) / after routing / synth area share (%)
compound gates: 52 / 52 / 31.9
simple gates: 45 / 45 / 20.2
mux: 17 / 17 / 16.5
fa+ha+maj: 16 / 16 / 18.1
buf+inv: 12 / 69 / 4.81
xor+xnor: 11 / 11 / 8.42
routing by layer:
layer  wire, microns  part of all wire [%]
met4               0                     0
met1            1830                    49
met5               0                     0
met3             158                   4.3
met2            1710                    46
final timing paths:
| path | from | depth (start not counted) | end |
|---|---|---|---|
| min | pc[15] | 5 | addr_out[15] |
| max | addr1mux | 11 | addr_out[14] |
area by class of cell:
class                           instances  area share (%)
Inverter                                7            1.42
Timing Repair Buffer                   62            33.4
Multi-Input combinational cell        141            58.7
Tap cell                               96            6.47
placed cells by master (no fill, tap or decap), drive strengths merged, types with 2 or more instances in the layout:
cell type,netlist,final
clkdlybuf4s50,0,62
a21oi,19,19
nand2,16,16
mux2,15,15
ha,15,15
o21ai,8,8
nor2b,8,8
a21o,8,8
inv,7,7
xnor2,7,7
nor2,6,6
nand3,4,4
xor2,4,4
a211oi,4,4
o211ai,3,3
mux2i,2,2
a31oi,2,2
and2,2,2
power by group:
group	switching [mW]	internal, mW
clock network	0	0
registers	0	0
logic	0.0399	0.0613
through the flow:
stage	std cells	hold WS (ns)	total power [mW]	area (sq um)	utilization (%)
after detailed placement	306	6.65	0.103	1860	27.2
after CTS	306	6.65	0.104	1860	27.2
final	306	6.63	0.101	1860	27.2
after floorplan	153	5.68	0.0526	1140	-
after global placement	306	6.65	0.103	1860	27.2
after global routing	306	6.70	0.113	1860	27.2
Power and IR drop assume default switching activity.
