--- run.sh ---
#!/bin/bash
# OpenROAD 26Q1-2900-gdf79404cd8, Yosys 0.63+post, stock flow scripts
make -C /OpenROAD-flow-scripts/flow DESIGN_CONFIG=/design/flow/config.mk WORK_HOME=/design/flow/orfs finish
--- config.mk ---
export PLATFORM = sky130hd
export DESIGN_NAME = lc3_alu
export DESIGN_NICKNAME = lc3_alu
export VERILOG_FILES = /design/flow/design.v
export SDC_FILE = /design/flow/constraint.sdc
export NUM_CORES = 4
export LEC_CHECK = 1
export CORE_AREA = 10 10 108 108
export DIE_AREA = 0 0 118 118
--- constraint.sdc ---
current_design lc3_alu

set clk_period 7.8
set clk_io_pct 0.2

create_clock -name clk0 -period $clk_period

set non_clock_inputs [all_inputs -no_clocks]
set_input_delay [expr $clk_period * $clk_io_pct] -clock clk0 $non_clock_inputs
set_output_delay [expr $clk_period * $clk_io_pct] -clock clk0 [all_outputs]
--- design.v ---
module lc3_alu
  (aluk,
   sr1out,
   ir,
   sr2out,
   gate_alu,
   data_bus
   );
  input  [1:0]   aluk;
  input  [15:0]  sr1out;
  input  [15:0]  ir;
  input  [15:0]  sr2out;
  input          gate_alu;
  output [15:0]  data_bus;
  reg    [15:0]  alu_comp;
  wire [15:0]    op_b;
  assign op_b = (ir[5] == 1'b1) ? {{11{ir[4]}}, ir[4:0]} : sr2out;
  always @(*)
    begin
      case (aluk)
        2'b00:   alu_comp = sr1out + op_b;
        2'b01:   alu_comp = sr1out & op_b;
        2'b10:   alu_comp = ~sr1out;
        2'b11:   alu_comp = sr1out;
        default: alu_comp = sr1out;
      endcase
    end
  assign data_bus = (gate_alu == 1'b1) ? alu_comp : {16{1'bz}};
endmodule
==> run summary <==
Figures from the flow reports.

Status:
- The flow ran to the end, and the final reports show no timing, DRC or antenna violations.

Setup path:
- The run gives the critical path required time as 6.24 ns.
- For this design, the slowest cell found on the critical path is clkdlybuf4s50_1.
- The run gives the maximum net fanout on the critical path as 12.
- The cell sequence reported for the critical path is clkdlybuf4s50_1, nand2_1, o21ai_0, ha_1, a21o_1, a21o_1, a221o_1, a31oi_1, xor2_1, a222oi_1, clkdlybuf4s50_1.
- The capture point of the critical path was reported as data_bus[14].
- STA classifies the critical path startpoint as a primary input.
- The run gives the biggest cell delay along the critical path as 0.73 ns.
- In the setup report, the worst path falls into the class in -> out.
- The run puts the data arrival time of the critical path at 5.01 ns.
- The run gives the capturing element type of the critical path as an output pin.
- The critical path starts at ir[5].

GRT:
- The run puts the number of antenna violations at the first check in global routing at 0.
- The run gives the global-route wire length before repair as 7970 um.
- The run puts the global router's overall resource usage at 0.0679.
- The number of global-route vias before repair came to 1540.
- The run puts the global route total overflow at 0.
- Entering global routing, the biggest net connects 41 pins.

Power and ir drop:
- Switching power as a fraction of the total was reported as 0.467.
- The run puts the peak supply drop at 0.0000143 V.
- The run puts the clock network power share at 0.
- The run gives the combinational fraction of design power as 1.000.
- The script computed a power per unit cell area of 78.6 nW/um2.
- Cell internal power was estimated by the tool at 85.8 uW.
- The run gives the sequential power share as 0.
- The run puts the net switching power of the design at 75.2 uW.
- The run puts the leakage power at 0.000826 uW.

Final timing:
- The run gives the number of failing hold endpoints at the final stage as 0.
- The run puts the upper clock frequency limit at 152 MHz.
- The final timing summary puts the cycle share of the worst path at 0.843.
- The run gives the final count of negative-setup-slack endpoints as 0.
- Setup repair after global routing left no endpoint under its margin.
- The run puts the setup TNS at 0 ns.
- The run gives the actual slew at the worst max-slew pin as 0.426 ns.
- The run gives the worst-case headroom to the max-slew limit as 0.715.
- The run gives the number of pins exceeding their max-slew limit in the final report as 0.
- The clock period could shrink to 6.57 ns.

Floorplan:
- Measured along the x axis, the die boundary spans 118 um.
- The run gives the floorplan die height as 118 um.
- The run gives the total core area as 9280 um2.
- The run puts the site row count at 35.
- The run puts the floorplan utilization at 0.149.
- The run gives the number of top-level pins as 67.
- The die covers 13900 um2.

Route:
- The run puts the number of search-and-repair iterations in the first detailed-routing pass at 4.
- The routed layout has 1585 vias.
- The run gives the final antenna-violating net count as 0.
- The run puts the wire length after detailed routing at 4980 um.
- The number of antenna diodes in the final layout is 0.
- The run gives the DRC violation count after routing as 0.
- The run puts the per-cell via count in the routed design at 4.15.
- The violation tally recorded at the end of detailed-routing iteration 0 is 90.
- The run puts the average wire length per cell after detail routing at 13.0 um.

Finish:
- The top cell type in the final layout, fill and taps aside, is clkdlybuf4s50_1.
- The run puts the signed area change from the synthesized netlist to the final layout at 48.6%.
- The layout stage reports a final design area of 2050 um2.
- The run gives the final non-filler cell total as 382.
- The run puts the fraction of final layout cells sized beyond drive strength 1 at 0.0632.
- The run gives the tally of clock buffers in the finished layout as 0.
- The run puts the flop count at 0.
- In the layout the commonest cells are 56 x clkdlybuf4s50_1, 28 x o21ai_0, 24 x nand2_1.
- The final layout report lists a filler cell count of 1050.
- The run gives the sequential cell area as 0 um2.

Placement:
- The run puts the instance area at placement at 2050 um2.
- The run puts the post-placement cell count at 382.
- The run gives the number of I/O port buffers as 56.
- In the placement report, post-DP HPWL is listed as 4140 um.
- The final weighted congestion recorded by global placement is 0.864.

Synth:
- The run gives the distinct cell type count of the synthesized netlist as 39.
- The run gives the post-synthesis sequential area ratio as 0.
- The run puts the number of instances in the synthesized netlist at 208.
- The run puts the mapped cell area at 1380 um2.
- Warnings reported by Yosys during synthesis add up to 2.
- The run puts the number of cells in Yosys stat at 208.
- The run gives the chip area from the yosys synthesis statistics as 1380 um2.
- The run gives the mean area per synthesized cell as 6.63 um2.

Flow run:
- The run gives the OpenROAD warning count as 44.
- The run gives the number of violations of the max-capacitance limit as 0.

Clocking:
- The run gives the buffer count from post-CTS setup fixing as 0.
- The run gives the hold buffer count at cts as 0.
- The run gives the number of cells upsized or downsized after cts as 0.

Worst hold path:
- Note that the worst hold path type here is in -> out.
layer usage:
layer / global-route usage / routed length [um] / vias to the layer above
li1: - / - / 845
met1: 0.0946 / 2450 / 695
met2: 0.109 / 2170 / 45
met3: 0.0175 / 359 / 0
met4: 0 / 0 / 0
met5: 0 / 0 / -
through the flow:
| stage | worst slack (ns) | util | power (uW) | hold slack [ns] |
|---|---|---|---|---|
| after CTS | 1.13 | 0.221 | 163 | 4.17 |
| after global routing | 0.927 | 0.221 | 179 | 4.20 |
| after floorplan | 2.63 | - | 98.6 | 3.16 |
| after detailed placement | 1.13 | 0.221 | 162 | 4.17 |
| final | 1.23 | 0.221 | 161 | 4.16 |
| after global placement | 1.21 | 0.221 | 160 | 4.16 |
cells in the mapped netlist (4+ instances only):
| library cell | n | area share |
|---|---|---|
| o221ai_1 | 4 | 0.025 |
| nand2_1 | 24 | 0.065 |
| clkbuf_1 | 9 | 0.024 |
| o21ai_0 | 28 | 0.10 |
| a21oi_1 | 19 | 0.069 |
| inv_1 | 15 | 0.041 |
| mux2_2 | 6 | 0.049 |
| xor2_1 | 6 | 0.038 |
| nor2_1 | 16 | 0.044 |
| ha_1 | 17 | 0.15 |
| xnor2_1 | 8 | 0.051 |
| mux2i_1 | 10 | 0.073 |
| nor2b_1 | 5 | 0.023 |
power groups by stage:
stage | sequential, uW | clock [uW] | combinational, uW
after CTS | 0 | 0 | 163
after global routing | 0 | 0 | 179
final | 0 | 0 | 161
cell families after synthesis:
family / share of synthesized area
AND-OR/OR-AND: 0.370
AND/OR/NAND/NOR: 0.171
buffers and inverters: 0.0944
adder cells (fa/ha/maj): 0.154
multiplexers: 0.122
XOR/XNOR: 0.0889
worst max-delay path, delay by kind of cell:
kind	cells	cell delay [ns]
adder cells (fa/ha/maj)	1	0.31
AND/OR/NAND/NOR	1	0.37
buffers and inverters	2	1.27
XOR/XNOR	1	0.10
AND-OR/OR-AND	6	1.41
worst min path at each step:
stage	start	to	slack, ns	cells after the start
after CTS	sr1out[15]	data_bus[15]	4.17	3
after global routing	sr1out[14]	data_bus[14]	4.20	3
final	sr1out[15]	data_bus[15]	4.16	3
final cells by class:
| type | count | area, um2 | share of cell area |
|---|---|---|---|
| well taps | 129 | 161 | 0.0788 |
| multi-input cells | 179 | 1250 | 0.609 |
| inverters | 15 | 56.3 | 0.0275 |
| repair buffers | 59 | 583 | 0.284 |
No activity file was given, so power comes from the tool's default toggle rates.
