==> flow/design.v <==
module lc3_regfile
  (clk,
   rst,
   ld_reg,
   drmux,
   sr1mux,
   ir,
   data_bus,
   sr1out,
   sr2out
   );
  input         clk;
  input         rst;
  input         ld_reg;
  input  [1:0]  drmux;
  input  [1:0]  sr1mux;
  input  [15:0] ir;
  input  [15:0] data_bus;
  output [15:0] sr1out;
  output [15:0] sr2out;
  reg    [15:0] registers [0:7];
  reg    [15:0] sr1out;
  integer       i;
  always @(posedge clk or negedge rst)
    begin
      if (rst == 1'b0)
        begin
          for (i = 0; i < 8; i = i + 1)
            begin
              registers[i] <= {16{1'b0}};
            end
        end
      else if (ld_reg)
        begin
          case (drmux)
            2'b00:   registers[ir[11:9]] <= data_bus;
            2'b01:   registers[3'b111] <= data_bus;
            2'b10:   registers[3'b110] <= data_bus;
            default: registers[ir[11:9]] <= data_bus;
          endcase  
        end
    end  
  always @(*)
    begin
      case (sr1mux)
        2'b00:   sr1out = registers[ir[11:9]];
        2'b01:   sr1out = registers[ir[8:6]];
        2'b10:   sr1out = registers[3'b110];
        default: sr1out = registers[ir[11:9]];
      endcase  
    end
  assign sr2out = registers[ir[2:0]];
endmodule
==> flow/run.sh <==
#!/bin/bash
# OpenROAD 26Q1-2900-gdf79404cd8, Yosys 0.63+post, stock flow scripts
make -C /OpenROAD-flow-scripts/flow DESIGN_CONFIG=/design/flow/config.mk WORK_HOME=/design/flow/orfs finish
==> flow/config.mk <==
export PLATFORM = sky130hd
export DESIGN_NAME = lc3_regfile
export DESIGN_NICKNAME = lc3_regfile
export VERILOG_FILES = /design/flow/design.v
export SDC_FILE = /design/flow/constraint.sdc
export NUM_CORES = 4
export LEC_CHECK = 1
export CORE_UTILIZATION = 50
==> flow/constraint.sdc <==
current_design lc3_regfile

set clk_period 4.0
set clk_io_pct 0.2

create_clock -name clk0 -period $clk_period [get_ports {clk}]

set non_clock_inputs [all_inputs -no_clocks]
set_input_delay [expr $clk_period * $clk_io_pct] -clock clk0 $non_clock_inputs
set_output_delay [expr $clk_period * $clk_io_pct] -clock clk0 [all_outputs]
==> results.json <==
{
  "status": "finished, final reports clean",
  "drtPass1Iterations": 6,
  "drt_iter0_markers": 693,
  "cp_data_required_time_ns": 3.20,
  "die_w_um": 132,
  "final_core_util": 0.628,
  "wl_mm": 28.3,
  "pwr_density_cell_mw_per_mm2": 483,
  "ys_area_sq_mm": 0.00851,
  "rsz0062_at_grt": "yes",
  "async_reset_ff_frac": 1.00,
  "yosys_warnings": 2,
  "finalSetupViolCount": 0,
  "r2r_cells": 1,
  "yosysSeqAreaShare": 0.376,
  "edf_count": 0,
  "cts.sinks": 128,
  "cpMaxStageDelayCell": "clkdlybuf4s50_1",
  "vias": 7500,
  "top_area_frac": 0.376,
  "cts_tree": "built",
  "area_growth_pct": 22.5,
  "drive_gt1_frac": 0.298,
  "slew_headroom": 0.503,
  "critPathLaunchType": "primary input",
  "ff_type": "dfrtp_1",
  "die.size.y_um": 132,
  "grt_start_max_net_pins": 129,
  "clk_root_buffer_cell": "clkbuf_16",
  "insertion_delay_ns": 0.42,
  "top_register": "registers",
  "warning_count": 37,
  "fp_util": 0.513,
  "post_cts_buffers": 0,
  "max-clock-path-buffers": 2,
  "worst_slew_pin_slew_ns": 0.743,
  "reg.largest.list": "registers (128)",
  "cpPeakStageDelay_ns": 0.55,
  "period_minus_slack_ns": 3.95,
  "rr_startpoint": "registers[6][3]",
  "end_kind": "primary output",
  "synthDistinctLibCells": 60,
  "ios": 71,
  "grt_pass1_wl_mm": 43.6,
  "p_leak_nw": 4.51,
  "overflow": 0,
  "cp_data_arrival_time_ns": 3.15,
  "ff2ff_setup_slack_ns": 3.11,
  "wl_per_cell_um": 24.8,
  "fin_crit_sh": 0.987,
  "grt_pass1_vias": 7379,
  "avgSynthCellArea_sq_um": 10.4,
  "cts_buffers": 17,
  "drc_errors": 0,
  "yosysCellCount": 817,
  "final-max-slew-violation-count": 0,
  "place_hpwl_mm": 18.9,
  "fmax_ghz": 0.253,
  "row_count": 47,
  "vdd.ir_drop.worst_mv": 0.416,
  "die_area_sq_mm": 0.0175,
  "hp-class": "in -> async",
  "lay_top_count": "dfrtp_1",
  "numSynthFlops": 128,
  "core_area_sq_mm": 0.0166,
  "hold_buffers": 0,
  "hold_viol_final": 0,
  "grtUsageTotal": 0.343,
  "cts.htree.levels": 4,
  "yosys-top-cells-area": "dfrtp_1 (38%), mux2_2 (13%), mux2i_1 (5.6%)",
  "yosysTopAreaCell": "dfrtp_1",
  "cp_cell_sequence": "clkdlybuf4s50_1, nor2b_1, buf_4, a221oi_1, a21o_1, a21o_1, a221oi_1, clkdlybuf4s50_1",
  "ant_nets": 0,
  "final_cell_mix": "dfrtp_1 (128), mux2_2 (95), a21oi_1 (72)",
  "largest_reg_flops": 128,
  "antennaDiodeCount": 0,
  "place_congestion": 0.971,
  "clk_pin_slew_ns": 0.06,
  "max-cap-violations": 0,
  "syn-cell-area_sq_mm": 0.00851,
  "port_buffers": 63,
  "synth_cells": 817,
  "antenna_found_initial": 0,
  "path_class": "in -> out",
  "vias_per_cell": 6.56,
  "r2r_end": "registers[6][3]",
  "setup_tns_ns": 0,
  "cp_max_fo": 8,
  "finClkSkew_ns": 0
}
metrics by stage:
step,hold slack [ns],std cells,power [mW],area [sq um],worst slack (ns)
2_1_floorplan,0.498,817,2.82,8510,1.20
3_3_place_gp,0.531,1111,3.37,9770,-0.196
3_5_place_dp,0.537,1111,3.40,9770,-0.117
4_1_cts,0.532,1143,5.03,10400,0.00183
5_1_grt,0.560,1143,5.28,10400,-0.0204
6_report,0.502,1143,5.04,10400,0.0511
area by class of cell:
class                   count  area, sq um
fillers                  1307         6160
clock inverters            14          179
well taps                 220          275
repair buffers            141         1320
flip-flops and latches    128         3200
clock buffers              18          429
multi-input cells         596         4910
inverters                  26          100
metal layers:
metal,share of wire,up-vias,GRT usage
met5,0,-,0
met4,0.045,0,0.126
met3,0.098,107,0.0891
met2,0.44,469,0.488
met1,0.42,3653,0.526
li1,-,3271,-
report_power, final:
| part | internal, mW | switching (mW) |
|---|---|---|
| Combinational | 0.828 | 0.557 |
| Sequential | 1.64 | 0.407 |
| Clock | 0.991 | 0.618 |
cells in the mapped netlist (3+ instances only):
cell and number:
mux2_1 11, o21a_1 3, nand3_1 7, o221ai_1 9
a311oi_1 4, o22ai_1 4, mux2i_1 48, clkbuf_1 18
nor3_1 7, mux2_4 20, ha_1 4, a221oi_1 22
o211ai_1 13, a22oi_1 14, buf_6 3, nor2_1 37
o21ai_0 32, nor2b_1 14, a211oi_1 6, a22o_1 9
and3_1 5, mux2_2 95, a31oi_1 5, mux4_2 19
o221a_2 9, dfrtp_1 128, buf_4 3, buf_2 39
a21oi_1 72, buf_1 4, inv_1 24, a32oi_1 4
nand2b_1 16, a21o_1 16, and2_1 4, nand2_1 56
timing repair:
action	4_1_cts	5_1_grt
gates resized	6	7
setup endpoints to repair	9	11
gates cloned	0	0
pin swaps	1	0
hold endpoints to repair	0	0
worst max path at each step:
| stage | from | endpoint | slack (ns) | cells after the start |
|---|---|---|---|---|
| after CTS | ir[7] | sr1out[4] | 0.002 | 9 |
| after global routing | ir[7] | sr1out[5] | -0.02 | 8 |
| final | ir[7] | sr1out[5] | 0.05 | 8 |
cells by family (layout without fill, tap and decap cells):
group	Yosys count	after routing	synth area share
adder cells (fa/ha/maj)	4	4	0.00588
multiplexers	193	193	0.282
AND-OR/OR-AND	239	239	0.193
AND/OR/NAND/NOR	160	160	0.0919
buffers and inverters	93	199	0.0507
flip-flops	128	128	0.376
worst max-delay path: cells and delay by family:
| family | cells | cell delay, ns |
|---|---|---|
| and+or+nand+nor | 1 | 0.29 |
| buffers and inverters | 3 | 1.33 |
| AOI/OAI and AO/OA | 4 | 0.74 |
No activity file was given, so power comes from the tool's default toggle rates.
